--- flow/run.sh ---
#!/bin/bash
# OpenROAD 26Q1-2900-gdf79404cd8, Yosys 0.63+post, stock flow scripts
make -C /OpenROAD-flow-scripts/flow DESIGN_CONFIG=/design/flow/config.mk WORK_HOME=/design/flow/orfs finish
--- flow/config.mk ---
export PLATFORM = sky130hd
export DESIGN_NAME = ControlCenter_HWACF_V2
export DESIGN_NICKNAME = ControlCenter_HWACF_V2
export VERILOG_FILES = /design/flow/design.v
export SDC_FILE = /design/flow/constraint.sdc
export NUM_CORES = 4
export LEC_CHECK = 1
export CORE_UTILIZATION = 40
--- flow/constraint.sdc ---
current_design ControlCenter_HWACF_V2

set clk_period 2.9
set clk_io_pct 0.2

create_clock -name clk0 -period $clk_period [get_ports {clk}]

set non_clock_inputs [all_inputs -no_clocks]
set_input_delay [expr $clk_period * $clk_io_pct] -clock clk0 $non_clock_inputs
set_output_delay [expr $clk_period * $clk_io_pct] -clock clk0 [all_outputs]
--- flow/design.v ---
`timescale 1ns / 1ps
module ControlCenter_HWACF_V2 #(parameter CLK_FREQ = 256,parameter DATA_SIZE=8,parameter USE_LED=1,parameter ACQ_LED=1,parameter MAXCNTSIZE=28)(
    input clk,
    input [DATA_SIZE-1:0] cpuData,
    input newDataReceived,
    input rst,
    input cntFinished,
    output reg read_fifo,
    output trigReset,
    output enableAcq,
    output initTx,
    output LED,
    output [MAXCNTSIZE-1:0] maxCnt,
    output acquiringLED
    );
    reg [7:0] code;
    reg nDR_d, nDR_q;
    reg trigReset_d, trigReset_q;
    reg enableAcq_d,enableAcq_q;
    reg LED_d, LED_q;
    reg initTx_d,initTx_q;
    reg cntFinished_d,cntFinished_q;
    reg [MAXCNTSIZE-1:0] maxCnt_d,maxCnt_q;
    assign trigReset = trigReset_q;
    assign enableAcq = (enableAcq_q && (!cntFinished_q));
    assign acquiringLED = cntFinished_q;
    assign LED = LED_q;
    assign initTx = initTx_q;
    assign maxCnt = maxCnt_q;
    always @(posedge clk)begin
        if (rst) begin
            nDR_d <=0;
            nDR_q <=0;
        end else begin
            code <= cpuData;
            nDR_d <= newDataReceived;
        end
            nDR_q <= nDR_d;  
     end
     always @(posedge clk)begin
        if (rst) begin
            cntFinished_q<=0;
            trigReset_d<=0;
            trigReset_q<=0;
            enableAcq_q<=0;
            enableAcq_d<=0;
            initTx_d<=0;
            initTx_q<=0;
            maxCnt_d <= 0;
            LED_q <=0;
            LED_d <=0;
            read_fifo <= 1'b0;
        end else begin            
            cntFinished_d <= cntFinished;
            if (nDR_q==1) begin
                case(code)
                1:  
                begin
                    trigReset_d <= 1;
                    enableAcq_d <= 0;
                    enableAcq_q <= 0;
                    LED_d <=0;
                    LED_q <= 0;
                    initTx_d <=0;
                    initTx_q <=0;
                 end
                10:  
                    begin
                        enableAcq_d <= 1;
                end
                20:  
                begin   
                    LED_d = 1;
                    end
                30:  
                    begin
                        LED_d = 0;
                    end 
                50:  
                    begin
                        initTx_d <=1;
                    end
                60:  
                    begin
                        maxCnt_d <= 250000*CLK_FREQ;
                    end
                65:  
                    begin 
                        maxCnt_d <=500000*CLK_FREQ;
                    end
                70:  
                    begin
                        maxCnt_d <= 1000000*CLK_FREQ;
                    end
                75: 
                    begin
                        maxCnt_d <=3000000*CLK_FREQ;
                    end
                80: 
                    begin  
                        maxCnt_d<=10000000*CLK_FREQ;
                    end
                85: 
                    begin
                        maxCnt_d<=30000000*CLK_FREQ;
                    end
                90: 
                    begin
                        maxCnt_d<=100000000*CLK_FREQ;
                    end
                95:  
                begin
                    maxCnt_d<=300000*CLK_FREQ;
                end
                100: 
                    begin
                        maxCnt_d<=1000000*CLK_FREQ;
                    end
                105:  
                    begin
                        maxCnt_d<=0;  
                    end
                110:  
                    begin
                        enableAcq_d<=0;  
                     end
                115:  
                    begin
                        read_fifo <= 1'b1;     
                    end         
                120:  
                    begin
                        read_fifo <= 1'b0;
                    end
                default: 
                    begin
                        trigReset_d <= 0;
                        enableAcq_d <= 0;
                        initTx_d <=0;
                        read_fifo <= 1'b0;
                        LED_d <= 1'b0; 
                    end
                endcase               
           end else begin    
           initTx_d <= 0;  
        end  
       trigReset_q <= trigReset_d;
       enableAcq_q <= enableAcq_d; 
       maxCnt_q <= maxCnt_d;
       LED_q <= LED_d;
       initTx_q <= initTx_d;
       cntFinished_q <= cntFinished_d;
       end  
   end  
endmodule
==> flow_metrics.tcl <==
# flow metrics
set metrics [dict create \
    grt_max_degree 22 \
    top_area_cell "edfxtp_1" \
    via_count 1929 \
    drv_cap 0 \
    top_cells_by_count "dfxtp_1, edfxtp_1, nand2_1" \
    grt_pass1_vias 1699 \
    insertion_delay_ns 0.30 \
    yosys-stat-area_sq_um 2550 \
    ir_drop_mv 0.229 \
    cts_setup_buffers 0 \
    slowest_stage "edfxtp_1" \
    min-delay-path-class "flip-flop to flip-flop" \
    antenna_found_initial 0 \
    clkTransAtPathRegs_ns 0.09 \
    h-tree-depth 2 \
    power_density_nw_per_um2 465 \
    crit_required_ns 3.10 \
    most_common_cell "dfxtp_1" \
    placed_cell_area_sq_um 2880 \
    slowest_delay_ns 0.76 \
    setup_viol 0 \
    core_sq_um 6030 \
    fp_util_pct 42.3 \
    async_flop_share_pct 0 \
    grt_overflow_total 0 \
    ant_nets 0 \
    cellLeakagePower_nw 1.08 \
    dieArea_sq_um 6700 \
    finalMaxSlewViolations 0 \
    die_x_um 81.8 \
    cp_cell_sequence "and3b_1, o2111ai_1, nand3_4, nor4_1, mux2_1" \
    grt_pass1_wl_um 8490 \
    gp_congestion 0.941 \
    io_buffer_count 32 \
    finalInstanceArea_sq_um 2980 \
    slew_headroom_pct 54.8 \
    yosysWarnings 1 \
    tool_warnings 25 \
    ys_cells 245 \
    crit_buf_inv 0 \
    cts.sinks 50 \
    critPathMaxFanout 20 \
    cts_root_buf "clkbuf_8" \
    wire_per_inst_um 15.0 \
    synth.area.top_cells "edfxtp_1, dfxtp_1, buf_4" \
    finalCritPeriodShare_pct 84.5 \
    area_growth_syn_to_layout_pct 17.0 \
    synth_cells 245 \
    yosys.cell_types.count 61 \
    cp-end-kind "flip-flop" \
    path_class "flip-flop to flip-flop" \
    rows 28 \
    start_kind "flip-flop" \
    fillCellCount 561 \
    grt_setup_unrepaired "no" \
    cts_tree "done" \
    cp_top_family "simple AND/OR/NAND/NOR gates" \
    num_io_pins 46 \
    ys_ff 50 \
    final.setup.tns_ns 0 \
    regArea_sq_um 1240 \
    cp.arrival_ns 2.65 \
    grt_use_total_pct 17.2 \
    min_period_ns 2.45 \
    drt-initial-drc-count 96 \
    numCtsBuffers 5 \
    postCtsHoldBufs 0 \
    worstMarginPinSlew_ns 0.679 \
    finalHoldViolations 0 \
    dr.pass1.iters 4 \
    drt-vias-per-instance 5.53 \
    layout-drive-gt1-share_pct 8.39 \
    edf_count 24 \
    cts_resized 0 \
    dieHeight_um 81.8 \
    clockBufferDepth 2 \
    dp_hpwl_um 3820 \
    post_synth_instance_area_sq_um 2550 \
    drc_errors 0 \
    status "completed" \
    postSynthAreaPerCell_sq_um 10.4 \
    yosysTopAreaCellShare_pct 28.3 \
    comb_area_sq_um 1150 \
    antennaDiodeCount 0 \
    ys_seq_share_pct 48.7 \
    fmax_mhz 408 \
    flop_cell "dfxtp_1" \
    skew_ns 0.00186 \
    drt-total-wl_um 5230 \
]
flip-flops by register name, indices dropped and copies added (netlist names):
signal	count
LED_q	1
cntFinished_d	1
cntFinished_q	1
code	8
enableAcq_d	1
enableAcq_q	1
initTx_d	1
initTx_q	1
maxCnt_d	15
maxCnt_q	15
nDR_d	1
nDR_q	1
read_fifo	1
trigReset_d	1
trigReset_q	1
cell families after synthesis:
kind of cell           count (synthesis)  synth area share [%]
AND-OR/OR-AND                         49                  14.9
XOR/XNOR                               6                  2.06
buffers and inverters                 39                  8.14
flip-flops                            50                  48.7
multiplexers                           6                  2.65
other                                  1                 0.147
AND/OR/NAND/NOR                       94                  23.4
power by group:
| group | switching, mW | internal (mW) |
|---|---|---|
| registers | 0.0451 | 0.763 |
| clock network | 0.236 | 0.197 |
| logic | 0.0692 | 0.0764 |
| total | 0.350 | 1.04 |
per-layer routing:
layer  wire length [um]  GRT usage, %
met1               2390          26.1
met2               2390          25.9
met3                329          3.72
met4                121          4.21
met5                  0             0
area by class of cell:
type | count | share of cell area (%)
clock buffer | 6 | 2.77
clock inverter | 2 | 0.545
inverter | 10 | 1.26
multi-input combinational | 168 | 38.4
sequential | 50 | 41.6
tap | 75 | 3.15
timing repair buffer | 38 | 12.2
path summary, 6_finish.rpt:
check	cells after the start	startpoint	endpoint	slack (ns)
setup / recovery	5	code[2]$_DFFE_PN_	enableAcq_d$_SDFFE_PP0P_	0.45
hold / removal	0	nDR_d$_SDFF_PP0_	nDR_q$_DFF_P_	0.34
setup reg to reg	5	code[2]$_DFFE_PN_	enableAcq_d$_SDFFE_PP0P_	0.45
hold reg to reg	0	nDR_d$_SDFF_PP0_	nDR_q$_DFF_P_	0.34
through the flow:
| step | std cells | setup slack [ns] | power [mW] | util, % | hold slack [ns] |
|---|---|---|---|---|---|
| 2_1_floorplan | 257 | 0.783 | 0.919 | - | 0.310 |
| 3_3_place_gp | 341 | 0.473 | 0.970 | 47.9 | 0.313 |
| 3_5_place_dp | 341 | 0.495 | 0.970 | 47.9 | 0.317 |
| 4_1_cts | 349 | 0.473 | 1.40 | 49.5 | 0.341 |
| 5_1_grt | 349 | 0.348 | 1.45 | 49.5 | 0.355 |
| 6_report | 349 | 0.449 | 1.39 | 49.5 | 0.335 |
cells in the final DEF (no fill, tap or decap), types with 4 or more instances in the layout:
cell type	instances
clkbuf_8	6
xnor2_1	4
inv_1	9
edfxtp_1	24
nor2b_1	11
nor3b_1	5
and3_1	6
nor4_1	4
nor3_1	6
a211oi_1	6
o21ai_0	6
nand3_1	7
nor2_1	7
nand2_1	14
nand4_1	8
conb_1	13
nand2b_1	4
clkdlybuf4s50_1	32
dfxtp_1	26
o21ai_1	4
buf_4	6
a221oi_1	5
Power is estimated from default activity; no workload was simulated.
